File: design/flow/design.v
`timescale 1ps / 100fs
module InstructionMemory(addr,instr);
input [31:0]addr;
output [31:0] instr;
reg [31:0] instr_mem [31:0];
reg [31:0] temp;
always @(addr) begin
temp = instr_mem[addr/4];
end
assign instr = ~(~temp);
initial begin
instr_mem[0] = 32'b00000000100000110010100000100000 ;
instr_mem[1] = 32'b00110100011001100000000000000100;
instr_mem[2] = 32'b10101100011001010000000000000100;
instr_mem[3] = 32'b00000000100001100010100000100010;
instr_mem[4] = 32'b10001100011001100000000000000100;
end 
endmodule   
module Fetch(branch,zero,jump,pc,instr,pc_new);
input branch,zero,jump;
input [29:0] pc;
output [31:0] instr;
output [29:0] pc_new;
wire [31:0] addr;
wire [29:0]w2,w3,w4,w6,w7,w8;
wire w5;
assign addr[31:2] = pc;
assign addr[1:0] = 2'b0;
InstructionMemory instr_mem (addr,instr);
assign w2 = pc + 30'b1;
assign pc_new = pc + 30'b1;
assign w4 = {{14{instr[15]}},instr[15:0]};
assign w3 = w2 + w4;
assign w5 = branch && zero;
assign w6 = (w5 == 1'b1) ? w3 : w2;
assign w7[29:26]=pc[31:28];
assign w7[25:0] = instr[25:0];
assign w8 = (jump == 1'b1) ? w7 : w6;
endmodule
File: design/flow/run.sh
#!/bin/bash
# OpenROAD 26Q1-2900-gdf79404cd8, Yosys 0.63+post, stock flow scripts
make -C /OpenROAD-flow-scripts/flow DESIGN_CONFIG=/design/flow/config.mk WORK_HOME=/design/flow/orfs finish
File: design/flow/config.mk
export PLATFORM = sky130hd
export DESIGN_NAME = Fetch
export DESIGN_NICKNAME = Fetch
export VERILOG_FILES = /design/flow/design.v
export SDC_FILE = /design/flow/constraint.sdc
export NUM_CORES = 4
export LEC_CHECK = 1
export CORE_AREA = 10 10 70 70
export DIE_AREA = 0 0 80 80
File: design/flow/constraint.sdc
current_design Fetch

set clk_period 9.1
set clk_io_pct 0.2

create_clock -name clk0 -period $clk_period

set non_clock_inputs [all_inputs -no_clocks]
set_input_delay [expr $clk_period * $clk_io_pct] -clock clk0 $non_clock_inputs
set_output_delay [expr $clk_period * $clk_io_pct] -clock clk0 [all_outputs]
==> impl.org <==
#+TITLE: Implementation results

** Setup path
- Buffers and inverters on the worst path :: 2
- The worst setup path is captured at an output pin.
- Worst-path cell chain :: clkdlybuf4s50_1 > ha_1 > and3_1 > and2_1 > nand4_1 > xnor2_1 > clkdlybuf4s50_1
- Most frequent cell on the critical path :: sky130_fd_sc_hd__clkdlybuf4s50_1
- The longest incremental delay of any stage on the critical path is reported as 0.58 ns.
- According to the timing report, the arrival time at the worst endpoint equals 4.10 ns.
- Capture point of the critical path :: pc_new[26]
- In this run the worst path has a maximum fanout of 10.
- All stages included, the depth of the critical timing path comes to 7.
- Critical path's slowest cell :: sky130_fd_sc_hd__clkdlybuf4s50_1
- In the setup report, the worst path falls into the class primary input to output pin.
- Worst path required time :: 7.28 ns
- The critical path starts at pc[1].
- The kind of cell with the highest combined delay along the critical path is buffers and inverters.
- STA classifies the critical path startpoint as a primary input.

** Final layout
- The filler cells instantiated in the layout total 353.
- Synthesis-to-layout area growth :: 81.67%
- The layout has 0 clock buffers.
- Per the final layout report, the fraction of cells sized above drive strength 1 comes to 2.762%.
- Flop area :: 0 µm²
- The count of cells in the finished layout, fillers not included, comes to 227.
- The finished cells cover 0.001525 mm².
- Most frequent logic cells in the routed design :: sky130_fd_sc_hd__clkdlybuf4s50_1 (76), sky130_fd_sc_hd__xnor2_1 (24), sky130_fd_sc_hd__conb_1 (16)
- Final core utilization :: 44.65%
- Footprint of the multi-input gates :: 684.4 µm²
- Counting only logic cells after layout, the most numerous master is sky130_fd_sc_hd__clkdlybuf4s50_1.
- The number of sequential cells reported for the layout is 0.

** Synthesis
- Yosys attributes the largest share of cell area to sky130_fd_sc_hd__xnor2_1 (25%), sky130_fd_sc_hd__buf_4 (21%), sky130_fd_sc_hd__ha_1 (8.9%).
- Per the Yosys statistics, synthesis produced 116 cells.
- Averaged over all synthesized cells, the footprint is 7.238 µm².
- Yosys reports that the leading cell type by area covers 25.04% of the netlist area.
- Yosys top cell by area :: sky130_fd_sc_hd__xnor2_1
- The cell count after synthesis came out at 116.
- The share of the Yosys chip area taken by registers is 0%.
- Area figure in the yosys stat output :: 839.6 µm²
- Synthesis instantiated 21 different standard cells from the library.
- Cell Area, Synth :: 839.6 µm²
- For this run, the number of Yosys warnings is 2.

** GRT
- Vias in the first global route :: 1,004
- Largest net degree at the start of global routing :: 11
- The first global-routing pass estimated 4485 µm of wire.
- Overflow after GRT :: 0
- The global routing report lists combined usage of all routing layers as 8.381%.
- Initial antenna violation count :: 0

** Power
- Clock network fraction of total power :: 0%
- Total power draw :: 53.17 µW
- The worst-case IR drop observed on VDD is 0.00001478 V.
- Net switching power :: 15.65 µW
- Power per unit of standard cell area :: 34.86 mW/mm²
- Net switching share of the total power :: 29.43%
- Of the total power, registers draw 0%.
- The leakage power in the latest report is 0.6036 nW.
- The share of total power dissipated in combinational logic is 100.0%.
- Internal power comes to 37.52 µW.

** Drt
- The detailed router placed 932 vias in this run.
- Detail-routed net length per standard cell :: 13.29 µm
- For this run, design rule violations remaining after detail routing come to 0.
- Wire length after detailed routing :: 3017 µm
- The detail route stage leaves a number of antenna-violating nets equal to 0.
- The routed design shows a via density per instance of 4.106.
- Number of antenna diodes :: 0
- Once iteration 0 of detailed routing completed, the report listed 21 DRC markers.
- First-pass DRT Iterations :: 2

** Die
- Chip width :: 80 µm
- Placeable core region :: 0.003416 mm²
- FP Util :: 24.58%
- Floorplan row count :: 21
- The die is 80 µm tall.
- 95 I/O pins were placed.
- Total die area :: 0.006400 mm²

** Placed design
- Final HPWL DP :: 2657 µm
- Instance area at placement :: 0.001525 mm²
- Global placer's final weighted congestion :: 0.7498
- Placed Instances :: 227
- The placement report lists the number of port buffers as 76.
- At the placement stage, the worst setup path has a slack of 3.153 ns.

** Min path
- Path type of the worst min-delay path :: primary input to output pin
- Worst hold path stage count :: 3

** STA
- Setup repair after global routing left no endpoint under its margin.
- Summed negative setup slack over all endpoints :: 0 ns
- Share of the cycle needed by the critical path after routing :: 65.07%
- The most critical hold endpoint after final layout shows a slack of 4.594 ns.
- Timing would allow up to 168.9 MHz.
- The final timing report lists a hold violation count of 0.
- Minimum clock period :: 5.921 ns
- In the final report, the number of pins over their slew limit comes to 0.
- The final timing report gives a worst setup slack of 3.179 ns.
- Endpoints with negative setup slack in the final report add up to 0.

** Run
- Max cap viols :: 0
- Tool warnings :: 39

** CTS
- Post_cts resized :: 0
- Hold repair after CTS inserted 0 buffers.
- Setup bufs post-CTS :: 0

** Status
- The flow ran to the end, and the final reports show no timing, DRC or antenna violations.
tightest hold or removal path, cell delays in order:
cell                              delay [ns]
sky130_fd_sc_hd__clkdlybuf4s50_1        0.48
sky130_fd_sc_hd__xnor2_1                0.07
sky130_fd_sc_hd__clkdlybuf4s50_1        0.40
cell families after synthesis:
| kind of cell | share of synthesized area (%) |
|---|---|
| XOR/XNOR | 28.17 |
| buffers and inverters | 25.18 |
| AND/OR/NAND/NOR | 37.26 |
| other | 0.4467 |
| adder cells (fa/ha/maj) | 8.942 |
metal layers:
metal / vias up / GRT usage (%) / part of all wire, %
li1: 483 / - / -
met1: 387 / 8.306 / 38
met2: 62 / 13.40 / 39
met3: 0 / 7.955 / 23
met4: 0 / 0 / 0
met5: - / 0 / 0
cell usage after synthesis:
cell type and instances:
sky130_fd_sc_hd__xnor2_1 24, sky130_fd_sc_hd__and2_1 3, sky130_fd_sc_hd__buf_2 1, sky130_fd_sc_hd__inv_1 6, sky130_fd_sc_hd__and4_1 3, sky130_fd_sc_hd__buf_4 24, sky130_fd_sc_hd__nand3_1 10, sky130_fd_sc_hd__nand4_4 1
sky130_fd_sc_hd__xor2_1 3, sky130_fd_sc_hd__nor3_1 1, sky130_fd_sc_hd__nand2_1 9, sky130_fd_sc_hd__buf_1 1, sky130_fd_sc_hd__or2_2 2, sky130_fd_sc_hd__ha_1 6, sky130_fd_sc_hd__and3_1 5, sky130_fd_sc_hd__conb_1 1
sky130_fd_sc_hd__nor4_4 1, sky130_fd_sc_hd__nand4_1 10, sky130_fd_sc_hd__nor2b_1 2, sky130_fd_sc_hd__and4_2 1, sky130_fd_sc_hd__nor2_1 2
worst min-delay path by stage:
stage      start         end  slack, ns
4_1_cts    pc[7]   pc_new[7]       4.61
5_1_grt   pc[29]  pc_new[29]       4.63
6_report   pc[7]   pc_new[7]       4.59
cell type report:
| class | count | share of cell area (%) |
|---|---|---|
| repair buffers | 76 | 49.88 |
| inverters | 6 | 1.477 |
| multi-input cells | 99 | 44.87 |
| well taps | 46 | 3.774 |
power groups by stage:
stage | sequential [mW] | combinational (mW) | clock, mW
4_1_cts | 0 | 0.0548 | 0
5_1_grt | 0 | 0.0591 | 0
6_report | 0 | 0.0532 | 0
Power is estimated from default activity; no workload was simulated.
