==> design/flow/design.v <==
`timescale 1ps / 100fs
module Mux(a,b,sel,o); 
input sel;
input [31:0] a,b;
output [31:0] o;
assign o = (sel == 0) ? a : b; 
endmodule
module Data_Memory(Addr,DataIn,WrEn,DataOut,clk);
input WrEn,clk;
input [31:0] Addr,DataIn;
output [31:0] DataOut;
reg [31:0] datamem[31:0];
always @(negedge clk)
begin
	if (WrEn) datamem[Addr] = DataIn; 
	else datamem[Addr] = ~(~(datamem[Addr]));
end
initial begin
	datamem[0] = 32'b0;datamem[1] = 32'd0;
	datamem[2] = 32'd0;datamem[3] = 32'd14;
	datamem[4] = 32'd35;datamem[5] = 32'd0;
	datamem[6] = 32'd0;datamem[7] = 32'd0;
	datamem[8] = 32'd144;datamem[9] = 32'd0;
	datamem[10] = 32'd0;datamem[11] = 32'd0;
	datamem[12] = 32'd0;datamem[13] = 32'd0;
	datamem[14] = 32'd0;datamem[15] = 32'd0;
	datamem[16] = 32'd0;datamem[17] = 32'd0;
	datamem[18] = 32'd0;datamem[19] = 32'd0;
	datamem[20] = 32'd0;datamem[21] = 32'd0;
	datamem[22] = 32'd0;datamem[23] = 32'd0;
	datamem[24] = 32'd0;datamem[25] = 32'd0;
	datamem[26] = 32'd0;datamem[27] = 32'd0;
	datamem[28] = 32'd0;datamem[29] = 32'd0;
	datamem[30] = 32'd0;datamem[31] = 32'd0;
end
assign DataOut = ~(~(datamem[Addr]));
endmodule
module execute(instr,branch,zero,jump,reset,clk);
input reset,clk;
input [31:0] instr;
output branch,zero,jump;
wire RegDst,RegWr,ExtOp,ALUSrc,MemWr,MemtoReg;
wire [2:0] ALUCtr;
wire [31:0] Extension;
wire [31:0] W,W1,W2,Ans,A,B;
wire [15:0] imm16;
wire [4:0] rs,rt,rd,rw;
control_logic CONTROL(instr,RegDst,RegWr,ExtOp,ALUSrc,ALUCtr,MemWr,MemtoReg,
							 rs,rt,rd,imm16,branch,jump); 
assign Extension = (ExtOp == 1'b0) ? {16'b0,imm16} : {{16{imm16[15]}},imm16};
Mux mux1(rt,rd,RegDst,rw);
Mux mux2(B,Extension,ALUSrc,W1);
regfile REGISTER(rs,rt,rw,W,RegWr,reset,clk,A,B);
alu ALU(A,W1,ALUCtr,Ans);                             
Data_Memory data_mem(Ans,B,MemWr,W2,clk);
Mux mux3(Ans,W2,MemtoReg,W);
assign zero = (ALUCtr == 3'b001 && Ans == 32'b0) ? 1 : 0;
endmodule
==> design/flow/run.sh <==
#!/bin/bash
# OpenROAD 26Q1-2900-gdf79404cd8, Yosys 0.63+post, stock flow scripts
make -C /OpenROAD-flow-scripts/flow DESIGN_CONFIG=/design/flow/config.mk WORK_HOME=/design/flow/orfs finish
==> design/flow/config.mk <==
export PLATFORM = sky130hd
export DESIGN_NAME = Data_Memory
export DESIGN_NICKNAME = Data_Memory
export VERILOG_FILES = /design/flow/design.v
export SDC_FILE = /design/flow/constraint.sdc
export NUM_CORES = 4
export LEC_CHECK = 1
export CORE_UTILIZATION = 40
==> design/flow/constraint.sdc <==
current_design Data_Memory

set clk_period 20.6
set clk_io_pct 0.2

create_clock -name clk0 -period $clk_period [get_ports {clk}]

set non_clock_inputs [all_inputs -no_clocks]
set_input_delay [expr $clk_period * $clk_io_pct] -clock clk0 $non_clock_inputs
set_output_delay [expr $clk_period * $clk_io_pct] -clock clk0 [all_outputs]
==> out/metrics.yaml <==
status: "completed"
start_kind: "primary input"
critPathArrivalTime_ns: 8.10
stdcell_area_um2: 49400
grt_usage_pct: 25.2
core_um2: 96600
edf_count: 1024
synth.distinct_cells: 64
synth-simple-area-share_pct: 10.2
power_density_nw_per_um2: 109
row_count: 114
compound_area_share_pct: 8.22
die_y_um: 314
drc: 0
critical_path_class: "in2reg"
layout_top_cell: "inv_1"
required_ns: 10.69
holdBufCountCts: 0
cts_root_buf: "clkbuf_16"
top_usage_layer: "met2"
fp_util_pct: 40.4
logic_family: "simple AND/OR/NAND/NOR gates"
cts-buffers-inserted: 105
fin_skew_ns: 0.0316
vias_per_cell: 5.43
boundaryPins: 98
drv_slew: 0
netlist_instances: 2320
io_buffers: 70
ys_warn_count: 2
area_delta_synth_final_pct: 26.6
grt_pass1_vias: 29400
crit_chain: "buf_2 -> buf_4 -> or3b_1 -> nor2_4 -> buf_12 -> a22o_1 -> or4_1 -> nor4_1 -> o31ai_2 -> buf_4"
ys_cells: 2320
cts.repair.resized: 0
place_area_um2: 41900
postRouteWirelength_mm: 112
dp_hpwl_mm: 58.0
fill_cells: 7372
finalHoldViolations: 0
place.gp.congestion: 0.863
cp_slowest_cell: "nor4_1"
vias: 26300
drtAntennaViolNets: 0
largest_register_ffs: 1024
irDropWorstVdd_v: 0.0000894
routedWlPerCell_um: 23.2
finalSetupTns_ns: 0
layout-drive-gt1-share_pct: 11.0
fin_ws_ns: 2.59
ys_area_um2: 39000
dieArea_um2: 98800
postCtsSetupBuffers: 0
end_kind: "flop"
cts_num_sinks: 1024
warning_count: 1054
grt_max_degree: 60
mux_area_share_pct: 0.667
p_leak_nw: 20.8
syn_area_um2: 39000
drt-initial-drc-count: 1817
antenna_found_initial: 4
cts_tree: "built"
relSlewSlack_pct: 31.8
maxCapViolCount: 0
ys_async_sr_fraction_pct: 0
critical-path-max-stage-delay_ns: 0.67
use_met2_pct: 34.3
gr-total-overflow: 0
clkLatencyLatePin_ns: 0.71
path_max_fanout: 38
ys_ff: 1024
worst_pin_slew_ns: 0.997
hold_class: "reg2reg"
lay_top_cells: "1052 x inv_1, 1024 x edfxtp_1, 231 x and3_1"
grtUsageMet1_pct: 28.1
grtUsageMet3_pct: 22.1
yosysSeqAreaShare_pct: 78.8
xor_share_pct: 0
grt_pass1_wl_mm: 166
setup_viol: 0
crit_top_cell: "buf_4"
h-tree-depth: 3
path_clk_slew_ns: 0.03
ys_sh_adder_pct: 0
post_synth.cell_area_avg_um2: 16.8
dr.pass1.iters: 7
ctsLongestPathBuffers: 3
die_w_um: 314
rsz0062_at_grt: "no"
place_ws_ns: 1.95
synthFlopType: "edfxtp_1"
[power by group]
part / internal [mW] / leakage (nW) / switching, mW / total (mW)
Clock: 1.45 / 7.30 / 1.28 / 2.73
Sequential: 2.39 / 9.31 / 0.00561 / 2.40
Combinational: 0.0728 / 4.19 / 0.182 / 0.255
[cells by family (layout without fill, tap and decap cells)]
group	after synthesis	count (layout)
AND/OR/NAND/NOR	698	698
buffers and inverters	167	1408
other	0	1
flip-flops	1024	1024
multiplexers	24	24
AND-OR/OR-AND	407	407
[per-layer routing]
metal | vias to the layer above | wire length (um)
met2 | 1782 | 51600
met1 | 12400 | 38600
met3 | 246 | 19000
li1 | 11900 | -
met4 | 14 | 3120
met5 | - | 254
[final timing paths]
| check | endpoint | slack (ns) | depth (start not counted) | startpoint |
|---|---|---|---|---|
| max | datamem[19][9] | 2.59 | 10 | Addr[3] |
| min | datamem[0][3] | 0.69 | 2 | datamem[0][3] |
| max reg2reg | datamem[26][6] | 17.94 | 8 | datamem[17][6] |
| min reg2reg | datamem[0][3] | 0.69 | 2 | datamem[0][3] |
[per-stage QoR]
| stage | utilization, % | total power [mW] | hold slack (ns) | instances |
|---|---|---|---|---|
| final | 51.1 | 5.38 | 0.694 | 4838 |
| after global routing | 51.1 | 5.72 | 0.774 | 4837 |
| after CTS | 51.1 | 5.46 | 0.702 | 4837 |
| after detailed placement | 43.4 | 2.97 | 0.690 | 3623 |
| after global placement | 43.4 | 2.96 | 0.675 | 3623 |
| after floorplan | - | 2.84 | 0.956 | 2320 |
[synthesized netlist by cell type, types with 4 or more instances]
master / instances / area [um^2]
nor3b_1: 9 / 67.6
and3b_1: 6 / 52.6
clkbuf_1: 80 / 300
a22o_1: 30 / 263
or4_1: 10 / 75.1
nand3_1: 143 / 716
a2111oi_0: 56 / 490
buf_2: 59 / 295
nor2_2: 7 / 43.8
o22a_1: 8 / 70.1
o22ai_1: 4 / 25.0
a2111oi_2: 6 / 90.1
nand3b_1: 9 / 67.6
a32o_1: 4 / 40.0
mux2i_1: 8 / 80.1
o31ai_1: 22 / 165
nor2b_1: 6 / 37.5
nand2b_1: 9 / 56.3
buf_4: 10 / 75.1
mux2_2: 16 / 180
buf_6: 7 / 78.8
a32oi_1: 5 / 43.8
a21oi_1: 20 / 100
nand2_1: 46 / 173
edfxtp_1: 1024 / 30700
and3_1: 231 / 1450
a221oi_1: 19 / 166
a22oi_1: 188 / 1410
a221o_1: 4 / 40.0
nor2_1: 80 / 300
nor4_1: 26 / 163
buf_1: 4 / 15.0
nand4_1: 84 / 526
o21ai_0: 13 / 65.1
or3b_2: 4 / 35.0
nor3_1: 4 / 20.0
inv_1: 5 / 18.8
nor4_2: 4 / 50.1
[critical path, delay by kind of cell]
kind	cells	cell delay, ns
AND/OR/NAND/NOR	4	1.98
AND-OR/OR-AND	2	0.39
buffers and inverters	4	1.53
[cell type report]
class	instances	area (um^2)	area share (%)
clock inverter	1109	4850	9.82
multi-input combinational	1129	7890	16.0
sequential	1024	30700	62.3
antenna	1	2.50	0.00507
timing repair buffer	189	1630	3.30
tap	1276	1600	3.23
inverter	4	15.0	0.0304
clock buffer	106	2650	5.37
Power is estimated from default activity; no workload was simulated.
